==> /design/flow/design.v <==
module butterfly(in1, in2, tf, out1, out2);
  input [15:0] in1, in2, tf;
  output [15:0] out1, out2;
  wire signed [7:0] in1r, in1i, in2r, in2i, tfr, tfi,out1r, out1i, out2r, out2i;
  wire signed [15:0] i1r, i1i, i2r, i2i, tr, ti, t1r, t1i, t2r, t2i, o1r, o1i, o2r, o2i;
  assign in1r[7:0] = in1[15:8],
    in1i[7:0] = in1[7:0],
    in2r[7:0] = in2[15:8],
    in2i[7:0] = in2[7:0],
    tfr[7:0] = tf[15:8],
    tfi[7:0] = tf[7:0],
    out1[15:8] = out1r[7:0],
    out1[7:0] = out1i[7:0],
    out2[15:8] = out2r[7:0],
    out2[7:0] = out2i[7:0];
  assign i1r=in1r,
      i1i=in1i,
      i2r=in2r,
      i2i=in2i,
      tr=tfr,
      ti=tfi;
  assign t1r=i1r<<7,
    t1i=i1i<<7;
  assign t2r=i2r*tr-i2i*ti,
    t2i=i2r*ti+i2i*tr;
  assign o1r=t1r+t2r,
    o1i=t1i+t2i;
  assign o2r=t1r-t2r,
    o2i=t1i-t2i;
  assign out1r[7:0]=o1r[15:8],
    out1i[7:0]=o1i[15:8];
  assign out2r[7:0]=o2r[15:8],
    out2i[7:0]=o2i[15:8];
endmodule
module main(in, row, column, clkin);
  parameter n=32;
  parameter nl2=5;
  parameter cfd=4;
  parameter sfd = 17;
  parameter ofd = 17;
  parameter sts= 4;
  input [7:0] in;
  output [7:0] row, column;
  input clkin;
  wire clk, sclk;
  wire [sts-1:0] stage;
  wire [nl2-2:0] cnt;
  reg [nl2+sts-2:0] state;
  assign cnt = state[nl2-2:0];
  assign stage = state[nl2+sts-2:nl2-1];
  reg signed [7:0] samples[n-1:0];
  reg signed [15:0] data[n-1:0];
  integer i;
  wire [15:0] lut[n/2-1:0];
  assign lut[0] = 16'b01111111_00000000,
	lut[1] = 16'b01111101_00011000,
	lut[2] = 16'b01110110_00110000,
	lut[3] = 16'b01101010_01000111,
	lut[4] = 16'b01011010_01011010,
	lut[5] = 16'b01000111_01101010,
	lut[6] = 16'b00110000_01110110,
	lut[7] = 16'b00011000_01111101,
	lut[8] = 16'b00000000_01111111,
	lut[9] = 16'b11100111_01111101,
	lut[10] = 16'b11001111_01110110,
	lut[11] = 16'b10111000_01101010,
	lut[12] = 16'b10100101_01011010,
	lut[13] = 16'b10010101_01000111,
	lut[14] = 16'b10001001_00110000,
	lut[15] = 16'b10000010_00011000;
  wire [15:0] bfin1, bfin2, tf, bfout1, bfout2;
  butterfly bfmod (bfin1, bfin2, tf, bfout1, bfout2);
  wire [nl2-1:0] ind1, ind2;
  wire [nl2-2:0] tind;
  wire [sts-1:0] pos;
  wire [nl2-1:0] mask;
  assign pos=stage-1,
    mask=({nl2{1'b1}}>>pos)<<pos,
    ind1 = ((cnt&mask)<<1)|(cnt&(~mask)),
    ind2 = ind1|(1'b1<<pos),
    tind=cnt<<(nl2-stage);
  assign bfin1 = data[ind1],
    bfin2 = data[ind2],
    tf=lut[tind];
  wire [nl2-1:0] c[n-1:0];
  wire [nl2-1:0] r[n-1:0];
  genvar k,l;
  generate
    for(k=0;k<n;k=k+1)
      begin:loop1
        assign c[k]=k;
        for(l=0;l<nl2;l=l+1)
          begin:loop2
            assign r[k][l]=c[k][nl2-1-l];
          end
      end
  endgenerate
  wire [15:0] val;
  wire signed [7:0] re, im;
  wire signed [15:0] re2, im2, sum;
  wire [7:0] aval;
  wire sc;
  assign sc=(stage==nl2+2);
  assign val = data[cnt];
  assign re[7:0] = sc? data[n/2][15:8]:val[15:8]<<1,
    im[7:0]=sc? data[n/2][7:0]: (val[7:0]<<1),
    re2=re,
    im2=im,
    sum=re2*re2+im2*im2,
    aval=sum[14]?sum[14:6]-1:sum[14:6];
  reg [15:0] summer;
  reg [7:0] outr[7:0];
  wire [15:0] summed;
  assign summed = summer + aval;
  reg [ofd+2:0] ocount;
  assign clk = ocount[cfd];
  assign sclk = ocount[sfd];
  wire [7:0] cur;
  wire [2:0] cc;
  assign cc= ocount[ofd+2:ofd],
    cur = outr[cc],
    column = 8'b10_00_00_00>>cc;
  assign row[7]=~cur[7];
  genvar m;
  generate
    for(m=0;m<7;m=m+1)
      begin:loop
        assign row[m]=row[m+1]&(~cur[m]);
      end
  endgenerate
  initial 
  begin
    state=(nl2+1)<<(nl2-1);
    ocount=0;
    for (i=0;i<n;i=i+1)
      begin
        samples[i]=0;
		  data[i]=0;
      end
  end
  always @(posedge clkin)
    begin
      ocount <= ocount + 1;
    end
  always @(posedge clk)
    begin
      case (stage)
        0:
          begin
            for(i=0;i<n;i=i+1)
              begin
                data[c[i]]<={samples[r[i]], 8'b0};
              end
            state[nl2+sts-2:nl2-1]<=1;
            state[nl2-2:0]<=0;
          end
        4'd7:
          begin
            outr[7]<=summed;
            state<=0;
          end
        4'd6:
          begin
            case (cnt)
              0:
                summer<=aval;
              2:
                begin
                  outr[0]<=summed;
                  summer<=0;
                end
              4:
                begin
                  outr[1]<=summed;
                  summer<=0;
                end
              6:
                begin
                  outr[2]<=summed;
                  summer<=0;
                end
              8:
                begin
                  outr[3]<=summed;
                  summer<=0;
                end
              10:
                begin
                  outr[4]<=summed;
                  summer<=0;
                end
              12:
              begin
                  outr[5]<=summed;
                  summer<=0;
                end
              14:
                begin
                  outr[6]<=summed;
                  summer<=0;
                end
              default:
                summer<=summed;
            endcase
            state <= state + 1;
          end
        default:
          begin
            for(i=0;i<n;i=i+1)
              if(ind1==i)
                data[i]<=bfout1;
            for(i=0;i<n;i=i+1)
              if(ind2==i)
                data[i]<=bfout2;
            state<=state+1;
          end
      endcase
    end
  always @(posedge sclk) 
    begin
      samples[0] <= in-8'd128;
      for (i=1;i<n;i=i+1)
        samples[i]<=samples[i-1];
    end 
endmodule 
==> /design/flow/run.sh <==
#!/bin/bash
# OpenROAD 26Q1-2900-gdf79404cd8, Yosys 0.63+post, stock flow scripts
make -C /OpenROAD-flow-scripts/flow DESIGN_CONFIG=/design/flow/config.mk WORK_HOME=/design/flow/orfs finish
==> /design/flow/config.mk <==
export PLATFORM = sky130hd
export DESIGN_NAME = main
export DESIGN_NICKNAME = main
export VERILOG_FILES = /design/flow/design.v
export SDC_FILE = /design/flow/constraint.sdc
export NUM_CORES = 4
export LEC_CHECK = 1
export CORE_UTILIZATION = 50
==> /design/flow/constraint.sdc <==
current_design main

set clk_period 12.0
set clk_io_pct 0.2

create_clock -name clk0 -period $clk_period [get_ports {clkin}]

set non_clock_inputs [all_inputs -no_clocks]
set_input_delay [expr $clk_period * $clk_io_pct] -clock clk0 $non_clock_inputs
set_output_delay [expr $clk_period * $clk_io_pct] -clock clk0 [all_outputs]
==> run summary <==
Physical implementation status

The flow ran to the end, and the final reports show no timing, DRC or antenna violations. The insertion delay to the later sink of the worst-skew pair stands at 0.25 ns. The count of buffers added by post-CTS timing repair for setup stands at 0. The total via count in the routed design stands at roughly 53000. The sum of routed wire length over all layers stands at between 200000 and 300000 µm. The first global-routing pass estimated roughly 370000 µm of wire. After floorplanning, the core was sized to cover 122000 µm². The distinct cell type count after synthesis stands at about 90. Setup slack closes at a little over 6 ns.

Dividing the synthesized area by the synthesized cell count gives ~8.9 µm². The count of max-cap constraint violations stands at 0. The site row count stands at approximately 130. After clock tree synthesis, the repair step resized 0 gates. The worst setup path is of the reg -> out kind. The via density per instance stands at 6.381.

STA reports the tightest min-delay check as being of type reg -> reg. Leaving out fill and tap cells, the most frequent cell in the layout is sky130_fd_sc_hd__nand2_1. The maximum clock skew at final layout stands at 0.006456 ns.

The worst supply voltage drop on vdd stands at 0.1484 mV. The remaining global-route overflow stands at 0. The synthesized netlist occupies a cell area of ~62000 µm². The stat command in Yosys gives a chip area of approximately 60000 µm². From synthesis to final layout, the design area changed by 4.495%. The count of unclocked register or latch pins stands at roughly 850.

In the final report, the number of endpoints failing setup comes to 0. The setup slack after placement stands at between 6 and 7 ns. The die span in y stands at around 350 µm. The flow reports an fmax of between 150 and 200 MHz. Including well taps, the total number of placed cells is 8273. The pre-antenna-repair detailed-routing pass consisted of 7 iterations.

The number of global-route vias before repair stands at around 52000. The headroom to the max-slew limit stands at 0.2023. On the final layout, the worst hold slack is ~0.44 ns. Adding up every negative setup slack in the final design gives 0 ns. The number of buffers created by CTS stands at 3. The most used flip-flop cell after synthesis is sky130_fd_sc_hd__edfxtp_1. The number of enable flip-flop cells stands at slightly below 600. For the worst setup path, the data required time is 9.60 ns. Per the Yosys statistics, synthesis produced ~6900 cells. Endpoints failing hold in the final report were tallied at 0. The initial utilization of the core area, before any placement, comes to 0.5054. The maximum clock insertion buffer count stands at 2. Dividing the final minimum period by the clock period gives 0.4895. Entering global routing, the biggest net connects around 130 pins.

After detailed routing, the average wire length per cell comes to 31.40 µm. Overall routing resource usage recorded by global route was 0.4461. In this run the full chip footprint comes out at ~120000 µm². Warnings reported by Yosys during synthesis add up to 3. Setup repair after global routing left no endpoint under its margin. The total power divided by cell area stands at around 2.5 nW/µm². The DRC violation count after routing stands at 0. The DRC marker count from the first detailed-route iteration stands at approximately 4800. The die outline width stands at about 350 µm. The CTS clock-pin slew for the worst setup and hold paths stands at around 0.060 ns. STA classifies the critical path endpoint as a primary output. In this run the count of I/O pins placed on the die edge is 25.

The logs give a warning total of about 65. The number of synthesized register bits stands at between 800 and 900. According to the dpl log, the detail-placed design has an HPWL of about 190000 µm.

The finished layout holds between 8000 and 9000 standard cells, fillers aside. STA classifies the critical path startpoint as a flip-flop. Of the cells placed in the final design, the portion with a size suffix greater than 1 is 0.06885. The total count of max-transition violations in the final report stands at 0.

The tree is rooted in a sky130_fd_sc_hd__clkbuf_16. The number of antenna violations at the first check in global routing was 12. Per the gpl log, the routability congestion estimate is around 1.1.

Looking at the max-slew report, the worst-margin pin has a slew of ~1.2 ns. The count of buffers added on input and output ports is 24. The OpenROAD report gives the critical path a data arrival time of 3.47 ns. The static leakage power stands at about 0.022 µW.

Along the worst path, the maximum fanout reaches 21. The synthesized netlist cell count stands at just under 7000. Per the CTS log, the maximum H-tree level is 1. The fraction of registers with async set or reset after synthesis stands at 0. The number of hold buffers added after CTS stands at 0.

TritonCTS built the clock tree. Once detail routing completed, the nets flagged for antenna violations numbered 0. Ranking logic cells in the layout by count gives the top entries 1050 x sky130_fd_sc_hd__nand2_1, 584 x sky130_fd_sc_hd__edfxtp_1, 569 x sky130_fd_sc_hd__nor2_1. For the finished layout, the period the worst path requires is just under 6 ns.

1432 endpoints have no timing constraint. The sequential-to-total area share from yosys stat stands at 0.3765.
## metrics by stage
| stage | cell area (µm²) | power [µW] | util |
|---|---|---|---|
| 2_1_floorplan | 61680 | 68.10 | - |
| 3_3_place_gp | 64330 | 70.16 | 0.5271 |
| 3_5_place_dp | 64330 | 70.19 | 0.5271 |
| 4_1_cts | 64430 | 159.5 | 0.5280 |
| 5_1_grt | 64440 | 162.9 | 0.5281 |
| 6_report | 64450 | 158.8 | 0.5281 |
## flip-flops by register name, indices dropped and copies added (netlist names)
register,flops
data,512
samples,256
outr,64
ocount,20
state,8
summer,8
## final timing paths
kind / startpoint / endpoint / slack, ns / cells after the start
max: ocount[18] / row[0] / 6.13 / 11
min: ocount[0] / ocount[0] / 0.44 / 1
max reg2reg: ocount[4] / ocount[19] / 9.73 / 8
min reg2reg: ocount[0] / ocount[0] / 0.44 / 1
## critical path, stage by stage, from the launching register on
cell                              delay (ns)
sky130_fd_sc_hd__dfxtp_1                0.83
sky130_fd_sc_hd__nor2_1                 0.21
sky130_fd_sc_hd__o21ai_0                0.13
sky130_fd_sc_hd__o21ai_0                0.13
sky130_fd_sc_hd__a221oi_1               0.23
sky130_fd_sc_hd__o21ai_0                0.15
sky130_fd_sc_hd__a211oi_1               0.32
sky130_fd_sc_hd__o211a_1                0.23
sky130_fd_sc_hd__and4_1                 0.20
sky130_fd_sc_hd__and3_1                 0.21
sky130_fd_sc_hd__and2_1                 0.13
sky130_fd_sc_hd__clkdlybuf4s50_1        0.45
## cells in the mapped netlist, types with 35 or more instances
| master | count | area [µm²] |
|---|---|---|
| sky130_fd_sc_hd__a311oi_1 | 95 | 832.1 |
| sky130_fd_sc_hd__edfxtp_1 | 584 | 17540 |
| sky130_fd_sc_hd__mux4_2 | 48 | 1081 |
| sky130_fd_sc_hd__a22oi_1 | 40 | 300.3 |
| sky130_fd_sc_hd__nand2_1 | 1051 | 3945 |
| sky130_fd_sc_hd__mux2i_1 | 66 | 660.6 |
| sky130_fd_sc_hd__o211ai_1 | 53 | 397.9 |
| sky130_fd_sc_hd__nand3_1 | 358 | 1792 |
| sky130_fd_sc_hd__nor2b_1 | 66 | 412.9 |
| sky130_fd_sc_hd__nor2_1 | 574 | 2155 |
| sky130_fd_sc_hd__nor3_1 | 64 | 320.3 |
| sky130_fd_sc_hd__inv_1 | 505 | 1896 |
| sky130_fd_sc_hd__xor2_1 | 35 | 306.5 |
| sky130_fd_sc_hd__or3_1 | 56 | 350.3 |
| sky130_fd_sc_hd__fa_1 | 355 | 7107 |
| sky130_fd_sc_hd__buf_2 | 80 | 400.4 |
| sky130_fd_sc_hd__and2_1 | 162 | 1013 |
| sky130_fd_sc_hd__a211oi_1 | 73 | 548.0 |
| sky130_fd_sc_hd__o221ai_1 | 94 | 823.3 |
| sky130_fd_sc_hd__o31ai_1 | 35 | 262.8 |
| sky130_fd_sc_hd__o21ai_0 | 496 | 2482 |
| sky130_fd_sc_hd__o22ai_1 | 128 | 800.8 |
| sky130_fd_sc_hd__clkbuf_1 | 435 | 1633 |
| sky130_fd_sc_hd__xnor2_1 | 126 | 1104 |
| sky130_fd_sc_hd__ha_1 | 208 | 2603 |
| sky130_fd_sc_hd__dfxtp_1 | 284 | 5685 |
| sky130_fd_sc_hd__a21oi_1 | 391 | 1957 |
| sky130_fd_sc_hd__and3_1 | 81 | 506.7 |
## cells by family (layout without fill, tap and decap cells)
group	count (synthesis)	after routing	share of synthesized area
xor+xnor	170	170	0.02570
simple gates	2494	2494	0.1793
fa+ha+maj	563	563	0.1574
compound gates	1604	1604	0.1625
flops	868	868	0.3765
other cells	0	8	0
buf+inv	1062	821	0.06704
mux	132	132	0.03156
## final cells by class
| class | instances | area, µm² |
|---|---|---|
| inverters | 507 | 1903 |
| multi-input cells | 4963 | 34740 |
| clock inverters | 1 | 30.03 |
| clock buffers | 3 | 75.07 |
| flip-flops and latches | 868 | 23230 |
| repair buffers | 310 | 2412 |
| well taps | 1625 | 2033 |
| diodes | 8 | 20.02 |
| fillers | 11050 | 57580 |
## where the power goes
part | leakage (µW) | total [µW] | internal [µW] | switching (µW)
Combinational | 0.0149 | 2.57 | 2.25 | 0.304
Sequential | 0.00695 | 66.1 | 66.1 | 0
Clock | 0.0000511 | 90.1 | 66.1 | 24.0
Total | 0.0219 | 159 | 134 | 24.3
## per-layer routing
metal,global-route usage,share of wire
met1,0.5487,0.33
met2,0.6166,0.42
met3,0.2247,0.14
met4,0.3306,0.10
met5,0.009811,0.00044
Power is estimated from default activity; no workload was simulated.
